**design/flow/design.v**
```verilog
module IMAGE_PROCESSOR (
	PIXEL_IN,
	CLK,
	VGA_PIXEL_X,
	VGA_PIXEL_Y,
	VGA_VSYNC_NEG,
	RESULT
);
input	[7:0]	PIXEL_IN;
input			CLK;
input [9:0]	VGA_PIXEL_X;
input	[9:0]	VGA_PIXEL_Y;
input			VGA_VSYNC_NEG;
output reg [2:0] RESULT;
reg [15:0] BLUECOUNT = 0;
reg [15:0] BLUECOUNTTEMP = 0;
reg [15:0] REDCOUNT = 0;
reg [15:0] REDCOUNTTEMP = 0;
reg [8:0] BLUECOUNTTOP = 0;
reg [8:0] REDCOUNTTOP = 0;
reg [8:0] REDCOUNTTOPMID = 0;
reg [8:0] BLUECOUNTTOPMID = 0;
reg [8:0] REDCOUNTMID = 0;
reg [8:0] BLUECOUNTMID = 0;
reg [8:0] REDCOUNTBOTMID = 0;
reg [8:0] BLUECOUNTBOTMID = 0;
reg [8:0] BLUECOUNTBOTTOM = 0;
reg [8:0] REDCOUNTBOTTOM = 0;
reg [8:0] REDCOUNTTEMPTOP = 0;
reg [8:0] BLUECOUNTTEMPTOP = 0;
reg [8:0] REDCOUNTTEMPTOPMID = 0;
reg [8:0] BLUECOUNTTEMPTOPMID = 0;
reg [8:0] REDCOUNTTEMPMID = 0;
reg [8:0] BLUECOUNTTEMPMID = 0;
reg [8:0] REDCOUNTTEMPBOTMID = 0;
reg [8:0] BLUECOUNTTEMPBOTMID = 0;
reg [8:0] REDCOUNTTEMPBOTTOM = 0;
reg [8:0] BLUECOUNTTEMPBOTTOM = 0;
always @ (posedge CLK, negedge VGA_VSYNC_NEG) begin
		if (!VGA_VSYNC_NEG) begin
			if ((BLUECOUNTTEMP) > (REDCOUNTTEMP) && (BLUECOUNTTEMP) > 16'd17000) begin  
				if (BLUECOUNTTEMPTOPMID>BLUECOUNTTEMPTOP && BLUECOUNTTEMPMID>BLUECOUNTTEMPTOPMID && BLUECOUNTTEMPBOTMID>BLUECOUNTTEMPMID && BLUECOUNTTEMPBOTTOM>BLUECOUNTTEMPBOTMID) begin  
					RESULT = 3'b001;  
				end
				else if (BLUECOUNTTEMPTOP<BLUECOUNTTEMPTOPMID && BLUECOUNTTEMPTOP<BLUECOUNTTEMPMID && BLUECOUNTTEMPBOTTOM<BLUECOUNTTEMPMID && BLUECOUNTTEMPBOTTOM<BLUECOUNTTEMPBOTMID) begin
					RESULT = 3'b010;  
				end
				else begin
					RESULT = 3'b011;  
				end
			end
			else if ((REDCOUNTTEMP) > (BLUECOUNTTEMP) && (REDCOUNTTEMP) > 16'd17000) begin  
				if (REDCOUNTTEMPTOPMID>REDCOUNTTEMPTOP && REDCOUNTTEMPMID>REDCOUNTTEMPTOPMID && REDCOUNTTEMPBOTMID>REDCOUNTTEMPMID && REDCOUNTTEMPBOTTOM>REDCOUNTTEMPBOTMID) begin  
					RESULT = 3'b100;  
				end
				else if (REDCOUNTTEMPTOP<REDCOUNTTEMPTOPMID && REDCOUNTTEMPTOP<REDCOUNTTEMPMID && REDCOUNTTEMPBOTTOM<REDCOUNTTEMPMID && REDCOUNTTEMPBOTTOM<REDCOUNTTEMPBOTMID) begin
					RESULT = 3'b101;  
				end
				else begin
					RESULT = 3'b110;  
				end
			end
			else begin
				RESULT = 3'b000;  
			end
			BLUECOUNT = 0;
			REDCOUNT = 0;
			BLUECOUNTTOP = 0;
			REDCOUNTTOP = 0;
			REDCOUNTTOPMID = 0;
			BLUECOUNTTOPMID = 0;
			BLUECOUNTMID = 0;
			REDCOUNTMID = 0;
			BLUECOUNTBOTMID = 0;
			REDCOUNTBOTMID = 0;
			BLUECOUNTBOTTOM = 0;
			REDCOUNTBOTTOM = 0;
		end
		else begin
			RESULT = RESULT;
			if (PIXEL_IN[7:6] > PIXEL_IN[1:0] && PIXEL_IN[7:6] > PIXEL_IN[4:3]) begin
				REDCOUNT = REDCOUNT + 1'b1;
			end
			else if (PIXEL_IN[1:0] > PIXEL_IN[7:6] && PIXEL_IN[1:0] >= PIXEL_IN[4:3]) begin
				BLUECOUNT = BLUECOUNT + 1'b1;
			end
			REDCOUNTTEMP = REDCOUNT;
			BLUECOUNTTEMP = BLUECOUNT;
			if (VGA_PIXEL_Y == 10'd50 && (VGA_PIXEL_X>=10'd48 && VGA_PIXEL_X<=10'd128))begin
				if (PIXEL_IN[7:6] > PIXEL_IN[1:0] && PIXEL_IN[7:6] > PIXEL_IN[4:3]) begin
					REDCOUNTTOP = REDCOUNTTOP + 1'b1;
				end
				else if (PIXEL_IN[1:0] > PIXEL_IN[7:6] && PIXEL_IN[1:0] >= PIXEL_IN[4:3]) begin
					BLUECOUNTTOP = BLUECOUNTTOP + 1'b1;
				end
				REDCOUNTTEMPTOP = REDCOUNTTOP;
				BLUECOUNTTEMPTOP = BLUECOUNTTOP;
			end
			else if (VGA_PIXEL_Y == 10'd60 && (VGA_PIXEL_X>=10'd48 && VGA_PIXEL_X<=10'd128))begin
				if (PIXEL_IN[7:6] > PIXEL_IN[1:0] && PIXEL_IN[7:6] > PIXEL_IN[4:3]) begin
					REDCOUNTTOPMID = REDCOUNTTOPMID + 1'b1;
				end
				else if (PIXEL_IN[1:0] > PIXEL_IN[7:6] && PIXEL_IN[1:0] >= PIXEL_IN[4:3]) begin
					BLUECOUNTTOPMID = BLUECOUNTTOPMID + 1'b1;
				end
				REDCOUNTTEMPTOPMID = REDCOUNTTOPMID;
				BLUECOUNTTEMPTOPMID = BLUECOUNTTOPMID;
			end
			else if (VGA_PIXEL_Y == 10'd72 && (VGA_PIXEL_X>=10'd48 && VGA_PIXEL_X<=10'd128)) begin
				if (PIXEL_IN[7:6] > PIXEL_IN[1:0] && PIXEL_IN[7:6] > PIXEL_IN[4:3]) begin
					REDCOUNTMID = REDCOUNTMID + 1'b1;
				end
				else if (PIXEL_IN[1:0] > PIXEL_IN[7:6] && PIXEL_IN[1:0] >= PIXEL_IN[4:3]) begin
					BLUECOUNTMID = BLUECOUNTMID + 1'b1;
				end
				REDCOUNTTEMPMID = REDCOUNTMID;
				BLUECOUNTTEMPMID = BLUECOUNTMID;
			end
			else if (VGA_PIXEL_Y == 10'd84 && (VGA_PIXEL_X>=10'd48 && VGA_PIXEL_X<=10'd128)) begin
				if (PIXEL_IN[7:6] > PIXEL_IN[1:0] && PIXEL_IN[7:6] > PIXEL_IN[4:3]) begin
					REDCOUNTBOTMID = REDCOUNTBOTMID + 1'b1;
				end
				else if (PIXEL_IN[1:0] > PIXEL_IN[7:6] && PIXEL_IN[1:0] >= PIXEL_IN[4:3]) begin
					BLUECOUNTBOTMID = BLUECOUNTBOTMID + 1'b1;
				end
				REDCOUNTTEMPBOTMID = REDCOUNTBOTMID;
				BLUECOUNTTEMPBOTMID = BLUECOUNTBOTMID;
			end
			else if (VGA_PIXEL_Y == 10'd94 && (VGA_PIXEL_X>=10'd48 && VGA_PIXEL_X<=10'd128)) begin
				if (PIXEL_IN[7:6] > PIXEL_IN[1:0] && PIXEL_IN[7:6] > PIXEL_IN[4:3]) begin
					REDCOUNTBOTTOM = REDCOUNTBOTTOM + 1'b1;
				end
				else if (PIXEL_IN[1:0] > PIXEL_IN[7:6] && PIXEL_IN[1:0] >= PIXEL_IN[4:3]) begin
					BLUECOUNTBOTTOM = BLUECOUNTBOTTOM + 1'b1;
				end
				REDCOUNTTEMPBOTTOM = REDCOUNTBOTTOM;
				BLUECOUNTTEMPBOTTOM = BLUECOUNTBOTTOM;
			end
		end
end
endmodule
```
**design/flow/run.sh**
```bash
#!/bin/bash
# OpenROAD 26Q1-2900-gdf79404cd8, Yosys 0.63+post, stock flow scripts
make -C /OpenROAD-flow-scripts/flow DESIGN_CONFIG=/design/flow/config.mk WORK_HOME=/design/flow/orfs finish
```
**design/flow/config.mk**
```make
export PLATFORM = sky130hd
export DESIGN_NAME = IMAGE_PROCESSOR
export DESIGN_NICKNAME = IMAGE_PROCESSOR
export VERILOG_FILES = /design/flow/design.v
export SDC_FILE = /design/flow/constraint.sdc
export NUM_CORES = 4
export LEC_CHECK = 1
export CORE_UTILIZATION = 30
export SYNTH_HDL_FRONTEND = slang
```
**design/flow/constraint.sdc**
```tcl
current_design IMAGE_PROCESSOR

set clk_period 3.9
set clk_io_pct 0.2

create_clock -name clk0 -period $clk_period [get_ports {CLK}]

set non_clock_inputs [all_inputs -no_clocks]
set_input_delay [expr $clk_period * $clk_io_pct] -clock clk0 $non_clock_inputs
set_output_delay [expr $clk_period * $clk_io_pct] -clock clk0 [all_outputs]
```
==> results.txt <==
On the backend side, the flow ran end to end.

Per the synth stats, the proportion of register bits with asynchronous set or reset is 0.494. The pin closest to its max-slew limit shows a slew of 858 ps. The placer congestion estimate stands at 0.847. The post-synth design cell area stands at 0.0133 sq mm. In the final layout, the fill cell count is 4179. Across all hold checks on the routed design, the worst slack comes to 199 ps.

The power report attributes to the clock group a share of 0.455. The internal power component stands at 4700 uW. The most frequently used library cell after synthesis is sky130_fd_sc_hd__ha_1. The floorplan step set the die width to 212 microns. STA classifies the critical path endpoint as a register. The number of maximum-capacitance violations recorded for the run is 0.

The largest fanout of any net on the critical path stands at 7. After clock tree synthesis, the flow added hold-fix buffers numbering 0. CTS placed an instance of sky130_fd_sc_hd__clkbuf_16 at the clock tree root. Counting pins that exceed their max-slew limit in the final report gives 0.

6 endpoints have no timing constraint. Static timing analysis puts the maximum clock frequency at 326 MHz. The die is 212 microns tall.

The buffer count from post-CTS setup fixing stands at 0. The total of warnings raised by yosys stands at 0. Ranked by total cell area, the synthesized netlist is headed by sky130_fd_sc_hd__edfxtp_1 28%, sky130_fd_sc_hd__dfrtp_1 23%, sky130_fd_sc_hd__ha_1 13%, sky130_fd_sc_hd__xnor2_1 8.5%, sky130_fd_sc_hd__xor2_1 4.1%. The detailed placer's ending HPWL stands at 18900 microns. According to the report, the first pass of detailed routing completed in 5 iterations. The average wire length per cell after detail routing stands at 13.7 microns. For this design the static power due to leakage is 0.00679 uW.

The number of H-tree branching levels stands at 1. The timer found 3 register pins that no clock reaches; their paths are not timed. The number of gates resized after CTS was 0. The script computed a power per unit cell area of 391 mW/mm^2. Per the layout area report, the combinational gate area comes to 0.00613 sq mm. In this run the register-to-register setup slack is 1760 ps.

The worst path in the final design needs a cycle of 3060 ps, including I/O delays and setup. TritonCTS built the clock tree. The final timing report lists a hold violation count of 0. The yosys stat cell total stands at 1182. The total overflow reported by the global router stands at 0. Counting the buffers created by CTS gives 28. The power report attributes to the combinational group a share of 0.063. The signal on the critical path passes through clkdlybuf4s50_1 > inv_1 > ha_1 > nand2b_1 > a22o_1 > buf_4 > nor4b_1 > nand3_1 > xnor2_1.

The clock skew after layout stands at 7.46 ps. Counting flops and latches in the post-synthesis netlist gives 247. Post-synth the commonest register cell is sky130_fd_sc_hd__edfxtp_1. The tightest slew margin relative to the limit stands at 0.423. The slowest stage of the critical path is the sky130_fd_sc_hd__nor4b_1 cell.

The switching fraction of total power stands at 0.219. Adding up every negative setup slack in the final design gives 0 ps. In this design, the stage delay of the slowest critical-path cell is 740 ps. At the floorplan stage, the core utilization is reported as 0.306. Data on the critical path arrives at its endpoint at 3340 ps. The maximum clock insertion buffer count stands at 3.

The I/O pin count stands at 33. The synthesized design spends more area on one cell type than any other, namely sky130_fd_sc_hd__edfxtp_1. The count of nets left with antenna violations once routing finished came out at 0. STA lists the endpoint of the worst register-to-register path as BLUECOUNTTEMP[12]. The report lists the number of standard-cell rows as 76. The report puts the cell count of the worst reg-to-reg path at 5. The distinct cell type count of the synthesized netlist stands at 57. The reported net switching power stands at 1320 uW. The global router's overall resource usage stands at 0.121. The worst endpoint required time stands at 4170 ps. The DRC marker count from the first detailed-route iteration stands at 409.

In this run the worst hold path is classified as in2async. The total number of vias stands at 8469. The layout report lists the combined flip-flop and latch area as 0.00676 sq mm. The fraction of final layout cells sized beyond drive strength 1 stands at 0.0704. Dividing the final minimum period by the clock period gives 0.785. The number of antenna violations at the first check in global routing stands at 0. The number of port buffers stands at 30. The end-of-flow timing check tallies setup violations at 0.

The number of global-route vias before repair stands at 8463. The stage logs contain a warning count of 27. The wire length of the first global-routing pass stands at 42500 microns. The chip occupies 0.0451 sq mm. The flow ran to the end, and the final reports show no timing, DRC or antenna violations.

The number of enable flip-flop cells stands at 122. The overall routed net length stands at 25400 microns.

Setup repair after global routing left no endpoint under its margin. The clock slew seen by the registers of the worst setup and hold paths stands at 60 ps. The area growth from synthesis to layout stands at 16.0%. Entering global routing, the biggest net connects 57 pins. The number of design rule violations left after detail routing stands at 0. The area of the core region stands at 0.0434 sq mm.

After synthesis, the most frequently instantiated cells are 136 x sky130_fd_sc_hd__ha_1, 131 x sky130_fd_sc_hd__nand2_1, 128 x sky130_fd_sc_hd__xnor2_1. Dividing the detail-routed via count by the number of cells gives 4.58. The analysis reports a worst IR drop on VDD of 0.000329 V. Looking at the setup timing report, the critical path kind is in2reg. The average instance area after synthesis stands at 11.2 sq um. The share of the synthesized area in the top cell type stands at 0.276. STA classifies the critical path startpoint as an input pin.

Per the skew report, the later register of the worst-skew pair sees a clock latency of 520 ps. The number of standard cells after synthesis stands at 1182. For the worst reg-to-reg path, the startpoint reported by OpenROAD is BLUECOUNT[0]. The total cell area reported by yosys after synthesis stands at 0.0133 sq mm. The antenna cell count stands at 0. The proportion of power drawn by flip-flops and latches stands at 0.482. Measured on the finished design, the core utilization comes to 0.355.
## metrics by stage
stage	setup slack [ps]	power, uW	cells	instance area [sq um]
6_report	837	6020	1850	15400
5_1_grt	610	6270	1850	15400
4_1_cts	771	6090	1850	15400
3_5_place_dp	242	3330	1798	14400
3_3_place_gp	252	3320	1798	14400
2_1_floorplan	738	3150	1182	13300
## sequential cells by signal, summed over array words and instances, names as in the netlist, 16 cells and up
| name | flops |
|---|---|
| REDCOUNTTEMP | 16 |
| BLUECOUNTTEMP | 16 |
| BLUECOUNT | 16 |
| REDCOUNT | 16 |
## power by group through the flow
stage     combinational [uW]  sequential [uW]  clock, uW
6_report                 376             2900       2740
5_1_grt                  431             2910       2920
4_1_cts                  385             2900       2800
## worst max-delay path by stage
| stage | startpoint | to | slack [ps] | cells past startpoint |
|---|---|---|---|---|
| global route | PIXEL_IN[7] | BLUECOUNTTEMPBOTTOM[8] | 610 | 9 |
| CTS | PIXEL_IN[7] | BLUECOUNTTEMPBOTTOM[8] | 770 | 9 |
| finish | PIXEL_IN[7] | BLUECOUNTTEMPBOTTOM[8] | 840 | 9 |
## cell type report
cell class                 count  share of cell area
sequential                   247               0.439
multi-input combinational    834               0.398
clock buffer                  38              0.0527
tap                          585              0.0476
timing repair buffer          52              0.0311
inverter                      80              0.0195
clock inverter                14              0.0118
## cell families after synthesis
| kind of cell | synth area share |
|---|---|
| multiplexers | 0.00424 |
| buffers and inverters | 0.0290 |
| adder cells (fa/ha/maj) | 0.128 |
| AND/OR/NAND/NOR | 0.149 |
| XOR/XNOR | 0.125 |
| flip-flops | 0.506 |
| latches | 0.00340 |
| AND-OR/OR-AND | 0.0541 |
## per-layer routing
layer / vias to the layer above / routed length (microns) / GRT usage
met1: 3966 / 12300 / 0.182
met3: 31 / 1030 / 0.0181
met5: - / 0 / 0
met2: 138 / 11700 / 0.195
met4: 0 / 453 / 0.0196
li1: 4334 / - / -
## critical path: cells and delay by family
kind / cells / cell delay, ps
AND-OR/OR-AND: 1 / 300
XOR/XNOR: 1 / 170
adder cells (fa/ha/maj): 1 / 280
buffers and inverters: 3 / 740
AND/OR/NAND/NOR: 3 / 1050
## cell usage in the layout (no fill, tap or decap), types with 5 or more instances in the layout
master	Yosys	final
sky130_fd_sc_hd__a21oi_1	29	29
sky130_fd_sc_hd__nand2b_1	6	6
sky130_fd_sc_hd__and3_1	19	19
sky130_fd_sc_hd__ha_1	136	136
sky130_fd_sc_hd__o211ai_1	5	5
sky130_fd_sc_hd__a21o_1	9	9
sky130_fd_sc_hd__xnor2_1	128	128
sky130_fd_sc_hd__or4_1	5	5
sky130_fd_sc_hd__nor4_1	6	6
sky130_fd_sc_hd__nor2_1	72	71
sky130_fd_sc_hd__nand4_1	50	50
sky130_fd_sc_hd__a31oi_1	5	5
sky130_fd_sc_hd__clkbuf_1	14	5
sky130_fd_sc_hd__xor2_1	62	62
sky130_fd_sc_hd__o21ai_0	18	18
sky130_fd_sc_hd__edfxtp_1	122	122
sky130_fd_sc_hd__nand2_1	131	131
sky130_fd_sc_hd__mux2_2	5	5
sky130_fd_sc_hd__clkdlybuf4s50_1	0	29
sky130_fd_sc_hd__inv_1	80	80
sky130_fd_sc_hd__clkbuf_16	0	30
sky130_fd_sc_hd__nor3_1	9	9
sky130_fd_sc_hd__or3_1	6	6
sky130_fd_sc_hd__o31ai_1	5	5
sky130_fd_sc_hd__and4_1	8	8
sky130_fd_sc_hd__and2_1	8	8
sky130_fd_sc_hd__nor2b_1	7	7
sky130_fd_sc_hd__a211oi_1	8	8
sky130_fd_sc_hd__buf_4	0	21
sky130_fd_sc_hd__nand3_1	50	50
sky130_fd_sc_hd__dfrtp_1	122	122
Power figures rest on the tool's default switching activity, not on a simulated workload.
